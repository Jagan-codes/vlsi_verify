<file path="./config.mk">
export PLATFORM = sky130hd
export DESIGN_NAME = wallace_Tree_multiplier
export DESIGN_NICKNAME = wallace_Tree_multiplier
export VERILOG_FILES = /design/flow/design.v
export SDC_FILE = /design/flow/constraint.sdc
export NUM_CORES = 4
export LEC_CHECK = 1
export CORE_AREA = 10 10 78 78
export DIE_AREA = 0 0 88 88
</file>
<file path="./constraint.sdc">
current_design wallace_Tree_multiplier

set clk_period 3.8
set clk_io_pct 0.2

create_clock -name clk0 -period $clk_period

set non_clock_inputs [all_inputs -no_clocks]
set_input_delay [expr $clk_period * $clk_io_pct] -clock clk0 $non_clock_inputs
set_output_delay [expr $clk_period * $clk_io_pct] -clock clk0 [all_outputs]
</file>
<file path="./design.v">
module ha(
  input a,b,
  output s,c);
  assign s=a^b;
  assign c=a&b;
endmodule
module fa(
  input a,b,c,
  output s,ca
);
  assign s=a^b^c;
  assign ca=(a&b)|(b&c)|(a&c);
endmodule
module wallace_Tree_multiplier(
  input [3:0]a,b,
  output [7:0]y);
  reg signed p[8][4];
  wire [17:0]c;
  wire [10:0]s;
  genvar g;
  wire signed [7:0]m;
  assign {m[7:4],m[3:0]}={{4{a[3]}},a};
  generate
    for(g=0;g<4;g=g+1)
      begin:gen_and
        and a0(p[g][0],m[g],b[0]);
        and a1(p[g][1],m[g],b[1]);
        and a2(p[g][2],m[g],b[2]);
        and a3(p[g][3],m[g],b[3]);
      end
  endgenerate
  generate
    for(g=0;g<4;g=g+1)
	   begin :gen_2
			and a4(p[4][g],m[4],b[g]);
		end
    for(g=0;g<3;g=g+1)
	   begin :gen_1 
			and a5(p[5][g],m[5],b[g]);
		end
    for(g=0;g<2;g=g+1) 
	   begin:gen_3
			and a6(p[6][g],m[6],b[g]);
		end
  endgenerate
  and a7(p[7][0],m[7],b[0]);
  assign y[0]=p[0][0];
  ha h0(p[0][2],p[1][1],s[0],c[0]);
  generate
    for(g=0;g<5;g=g+1)
	   begin:gen_4
			fa fg1(p[g][3],p[g+1][2],p[g+2][1],s[g+1],c[g+1]);
		end
  endgenerate
  ha h1(s[1],p[3][0],s[6],c[6]);
  generate
    for(g=0;g<4;g=g+1)
	   begin : gen_5
			fa fg1(s[g+2],p[g+4][0],c[g+1],s[g+7],c[g+7]);
		end
  endgenerate
  ha h2(p[0][1],p[1][0],y[1],c[11]);
  fa f9(s[0],p[2][0],c[11],y[2],c[12]);
  fa f10(s[6],c[12],c[0],y[3],c[13]);
  generate
    for(g=0;g<4;g=g+1)
	   begin:gen_6
			fa fg2(s[g+7],c[g+6],c[g+13],y[g+4],c[g+14]);
		end
  endgenerate
endmodule
</file>
<file path="./run.sh">
#!/bin/bash
# OpenROAD 26Q1-2900-gdf79404cd8, Yosys 0.63+post, stock flow scripts
make -C /OpenROAD-flow-scripts/flow DESIGN_CONFIG=/design/flow/config.mk WORK_HOME=/design/flow/orfs finish
</file>
==> insert_results.sql <==
-- generated from flow reports
INSERT INTO impl_metrics (metric_group, metric, value, unit) VALUES
('pwr', 'p_per_area', '164', 'nW/um2'),
('worst_setup_path', 'setup.worst_path.end', 'y[7]', ''),
('detailed_routing', 'dr.first_iter.drc_count', '6', ''),
('worst_setup_path', 'worst_ep_arrival_time', '3330', 'ps'),
('timing', 'final.setup.worst_slack', '-293', 'ps'),
('detailed_routing', 'num_antenna_cells', '0', ''),
('cells_and_area', 'clock_buffers', '0', ''),
('floorplan', 'die_area', '7740', 'um2'),
('synth', 'synth-area-yosys', '522', 'um2'),
('global_route', 'grt_start_max_net_pins', '5', ''),
('cells_and_area', 'design_area', '772', 'um2'),
('worst_setup_path', 'worst_path_max_delay_cell', 'fa_1', ''),
('cells_and_area', 'area.growth.synth_to_final', '48.0', '%'),
('global_route', 'first_pass_grt_wire_length', '1730', 'um'),
('detailed_routing', 'drt_pass1_iterations', '2', ''),
('timing', 'hold_violations', '0', ''),
('worst_setup_path', 'worst-endpoint-required', '3040', 'ps'),
('worst_setup_path', 'worstSetupPathDepth', '13', ''),
('timing', 'finalCritPeriodShare', '108', '%'),
('status', 'run_status', 'finished with violations', ''),
('run', 'warning_count', '36', ''),
('global_route', 'grt_pass1_vias', '407', ''),
('synth', 'mappedNetlistArea', '522', 'um2'),
('worst_setup_path', 'critical_path.max_fanout', '2', ''),
('worst_setup_path', 'cell_occurring_most_often_along_the_worst_timing_path', 'fa_2', ''),
('timing', 'final_max_slew_viol_count', '0', ''),
('cells_and_area', 'final_layout_size_suffix_gt1_share', '41.9', '%'),
('floorplan', 'ios', '16', ''),
('synth', 'ys_cells', '61', ''),
('pwr', 'static-leakage-power', '0.000382', 'uW'),
('timing', 'fmax', '0.244', 'GHz'),
('detailed_routing', 'route.detailed.wl_per_inst', '7.57', 'um'),
('global_route', 'grt_overall_usage', '2.66', '%'),
('floorplan', 'floorplan_die_width', '88', 'um'),
('placement', 'placed_instance_area', '763', 'um2'),
('timing', 'period_minus_ws_final', '4090', 'ps'),
('floorplan', 'area_of_the_placeable_core', '4410', 'um2'),
('worst_setup_path', 'timing.setup.critical_path_class', 'in2out', ''),
('worst_setup_path', 'cp-start-kind', 'input pin', ''),
('floorplan', 'initCoreUtil', '11.8', '%'),
('synth', 'yosysUniqueCellTypes', '8', ''),
('worst_setup_path', 'path_cells', 'buf_2 -> nand2_2 -> fa_1 -> inv_1 -> fa_1 -> inv_2 -> fa_2 -> inv_2 -> fa_2 -> fa_2 -> xor2_2 -> xnor2_1 -> buf_2', ''),
('detailed_routing', 'detail-route-antenna-nets', '0', ''),
('cells_and_area', 'utilization', '17.5', '%'),
('min_path', 'worstHoldPathType', 'in2out', ''),
('synth', 'yosysWarningCount', '3', ''),
('worst_setup_path', 'slowest_delay', '530', 'ps'),
('detailed_routing', 'vias', '363', ''),
('cells_and_area', 'fin_cells', '126', ''),
('cells_and_area', 'fillerInstances', '478', ''),
('cells_and_area', 'numSequentialCells', '0', ''),
('floorplan', 'chipHeight', '88', 'um'),
('global_route', 'grt_antenna_before_repair', '0', ''),
('floorplan', 'rows', '24', ''),
('pwr', 'power.ir.vdd_worst', '0.0000373', 'V'),
('synth', 'avgSynthCellArea', '8.55', 'um2'),
('worst_setup_path', 'critical-path-top-delay-family', 'adder cells', ''),
('worst_setup_path', 'critical_path_buf_inv_count', '5', ''),
('synth', 'syn_inst', '61', ''),
('timing', 'slew_headroom', '89.3', '%'),
('global_route', 'grt_overflow_total', '0', ''),
('placement', 'post-place-cells', '127', ''),
('status', 'failed_checks', 'setup timing', ''),
('placement', 'routabilityCongestion', '0.754', ''),
('placement', 'detailed_place_hpwl', '945', 'um'),
('synth', 'postSynthSeqShare', '0', '%'),
('timing', 'rsz0062_at_grt', 'yes', ''),
('worst_setup_path', 'worst_setup_path_startpoint', 'a[3]', ''),
('pwr', 'post-layout-total-power', '126', 'uW'),
('detailed_routing', 'drc', '0', ''),
('timing', 'worst-slew-pin-transition', '159', 'ps'),
('placement', 'placement.io_buffers', '16', ''),
('placement', 'post-place-ws', '-1310', 'ps'),
('detailed_routing', 'avgViaCountPerCell', '2.88', ''),
('timing', 'finalSetupViolations', '3', ''),
('clock_tree', 'post-cts-setup-buffer-count', '0', ''),
('detailed_routing', 'wirelength', '954', 'um'),
('worst_setup_path', 'setup.worst_path.end_class', 'output port', ''),
('run', 'drv.max_cap_violation_count', '0', ''),
('cells_and_area', 'register_area', '0', 'um2');
-- worst min path at each step --
stage | from | endpoint | slack [ps] | cells past startpoint
after CTS | a[0] | y[0] | 2180 | 3
after global routing | a[0] | y[0] | 2190 | 3
final | a[0] | y[0] | 2170 | 3
-- cell usage in the layout (no fill, tap or decap) --
| cell | n |
|---|---|
| inv_1 | 15 |
| buf_4 | 8 |
| fa_1 | 7 |
| and2_1 | 6 |
| fa_2 | 5 |
| nand2_2 | 4 |
| ha_1 | 4 |
| buf_2 | 4 |
| clkdlybuf4s50_1 | 4 |
| inv_2 | 3 |
| nand2_1 | 3 |
| xnor2_1 | 2 |
| buf_12 | 2 |
| dlygate4sd2_1 | 2 |
| nand2_4 | 1 |
| xor2_2 | 1 |
| nand2_8 | 1 |
| and2_4 | 1 |
| buf_6 | 1 |
-- area by class of cell --
cell class	count	area, um2	area share [%]
inverters	18	67.6	8.75
multi-input cells	35	450	58.3
well taps	52	65.1	8.43
repair buffers	21	189	24.5
-- per-stage QoR --
| step | TNS, ps | hold slack (ps) |
|---|---|---|
| floorplan | -321 | 1700 |
| finish | -524 | 2170 |
| CTS | -760 | 2180 |
| global placement | -4260 | 2540 |
| detailed placement | -4350 | 2530 |
| global route | -917 | 2190 |
-- power by group --
group	switching [uW]	total [uW]	internal, uW
clock network	0	0	0
logic	52.8	126	73.7
registers	0	0	0
-- synth_stat cells, drive strengths merged --
master,count,share of area [%]
buf,8,12
ha,4,9.6
xor2,1,1.7
and2,7,8.4
fa,12,46
inv,18,13
xnor2,2,3.4
nand2,9,6.5
-- metal layers --
layer | track usage, % | wire length [um] | vias to the layer above
met4 | 0 | 0 | 0
met5 | 0 | 0 | -
met2 | 5.75 | 578 | 5
li1 | - | - | 188
met3 | 0.468 | 71 | 0
met1 | 2.61 | 303 | 170
-- timing repair --
| item | 4_1_cts | 5_1_grt |
|---|---|---|
| hold buffers | 0 | 0 |
| gates resized | 55 | 8 |
| hold endpoints to repair | 0 | 0 |
| endpoints found under the setup margin | 5 | 3 |
| pin swaps | 14 | 4 |
-- kinds of logic after synthesis --
| kind of cell | share of synthesized area (%) |
|---|---|
| and+or+nand+nor | 14.9 |
| xor gates and xnor gates | 5.04 |
| buffers and inverters | 24.5 |
| adders and majority gates | 55.6 |
Power figures rest on the tool's default switching activity, not on a simulated workload.
