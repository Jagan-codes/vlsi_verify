[flow/config.mk]
export PLATFORM = sky130hd
export DESIGN_NAME = booth_multiplier
export DESIGN_NICKNAME = booth_multiplier
export VERILOG_FILES = /design/flow/design.v
export SDC_FILE = /design/flow/constraint.sdc
export NUM_CORES = 4
export LEC_CHECK = 1
export CORE_UTILIZATION = 50
[flow/constraint.sdc]
current_design booth_multiplier

set clk_period 29.7
set clk_io_pct 0.2

create_clock -name clk0 -period $clk_period

set non_clock_inputs [all_inputs -no_clocks]
set_input_delay [expr $clk_period * $clk_io_pct] -clock clk0 $non_clock_inputs
set_output_delay [expr $clk_period * $clk_io_pct] -clock clk0 [all_outputs]
[flow/design.v]
module booth_multiplier(
  input signed [7:0]m1,
  input signed [7:0]m2, 
  output reg signed [15:0]product
);
  reg signed [7:0] a,q,m;
  reg q_1;
  integer i;
  always @(*)begin
    a = 8'b0;        
    q = m1;          
    m = m2;          
    q_1 = 1'b0;       
    for(i= 0;i<8;i=i+1) 
      begin
        case({q[0],q_1})
          2'b10:a=a-m;
          2'b01:a=a+m; 
          default: ;
        endcase
      q_1=q[0];
      q={a[0],q[7:1]};  
      a={a[7],a[7:1]}; 
    end
    product = {a,q}; 
  end
endmodule
[flow/run.sh]
#!/bin/bash
# OpenROAD 26Q1-2900-gdf79404cd8, Yosys 0.63+post, stock flow scripts
make -C /OpenROAD-flow-scripts/flow DESIGN_CONFIG=/design/flow/config.mk WORK_HOME=/design/flow/orfs finish
==> flow_summary.toml <==
# implementation run metrics
[outcome]
status = "finished, final reports clean"

[sta]
setup_tns_ns = 0
period_needed_ns = 24.61
max_freq_mhz = 40.6
relSlewSlack_pct = 49.6
worst_pin_slew_ns = 0.749
slew_viol_final = 0
final_hold_viol_count = 0
rsz0062_at_grt = "no"
setup_viol = 0
period_used_pct = 82.9
worst_slack_ns = 5.09

[grt]
use_met1_pct = 41.6
grt_pass1_wl_um = 23300
grt_util_met2_pct = 41.9
grtUsageMet3_pct = 1.73
grt_max_degree = 24
grtUsageTotal_pct = 26.9
grt_remaining_overflow = 0
top_usage_layer = "met2"
grt_antenna_before_repair = 0
grt_pass1_vias = 4719

[drt]
drt-total-wl_um = 14400
avgViaCountPerCell = 6.12
drcViolationCount = 0
ant_nets = 0
drt-initial-drc-count = 249
n_antenna_cell = 0
dr.pass1.iters = 6
wire_per_inst_um = 17.0
vias = 5180

[cts]
holdBufCountCts = 0
postCtsSetupBuffers = 0
cts_resized = 0

[setup_path]
cp_slowest_cell = "clkdlybuf4s50_1"
cp-start-kind = "input port"
max_stage_delay_ns = 0.71
worst-path-max-fanout = 15
required_ns = 23.76
cp-startpoint = "m2[0]"
crit_path_frequent_cell = "ha_1"
end_kind = "output port"
critPathKind = "in -> out"
crit_arrival_ns = 18.67

[yosys]
yosysWarnings = 1
postSynthAreaPerCell_um2 = 7.38
syn_inst = 703
ys_chip_area_um2 = 5190
ys_cells = 703
synth.distinct_cells = 93
syn_area_um2 = 5190
ys_seq_share_pct = 0

[layout]
final_common_cell = "nor2_1"
utilization_pct = 56.4
clock_buffer_count = 0
flops = 0
fin_cells = 846
area_growth_syn_to_layout_pct = 7.67
regArea_um2 = 0
fillers = 960
drive_gt1_share_pct = 11.8
stdcell_area_um2 = 5580
final_cell_mix = "nor2_1 (74), xnor2_1 (53), ha_1 (53), a21oi_1 (51), nand2_1 (42)"

[pwr]
leakagePower_nw = 2.33
ir_drop_uv = 183
power_density_nw_per_um2 = 110

[floorplanning]
fp_util_pct = 52.3
dieWidth_um = 104
die-area_um2 = 10800
rows = 36
core_um2 = 9910
dieHeight_um = 104
ios = 32

[place]
dpl_cell_area_um2 = 5580
port-buffer-count = 32
place_ws_ns = 5.26
dp.cells = 846
gp_congestion = 0.940
detailedPlacementHpwl_um = 11600

[worst_hold_path]
min_path_type = "in -> out"
worstHoldStart = "m1[7]"

[job]
tool_warnings = 33
cap_violations = 0
-- stage by stage --
step / power [W] / hold slack (ns)
finish: 0.000617 / 13.25
global route: 0.000689 / 13.34
CTS: 0.000616 / 13.25
detailed placement: 0.000610 / 13.24
global placement: 0.000602 / 13.22
floorplan: 0.000449 / 11.95
-- cell usage after synthesis (3+ instances only) --
master | instances | area [µm²]
mux2i_1 | 10 | 100
ha_1 | 53 | 663
or3_1 | 8 | 50.1
nor3_2 | 4 | 40.0
xor2_1 | 38 | 333
nor2b_1 | 8 | 50.1
or4_1 | 8 | 60.1
o21bai_1 | 3 | 22.5
nand3_1 | 16 | 80.1
o31a_1 | 3 | 26.3
nor4_1 | 8 | 50.1
o31ai_1 | 6 | 45.0
nand4b_1 | 3 | 26.3
a31o_2 | 3 | 26.3
o2111ai_1 | 6 | 52.6
buf_4 | 3 | 22.5
nand2_1 | 42 | 158
mux2_2 | 28 | 315
inv_2 | 5 | 18.8
o211ai_1 | 6 | 45.0
xnor2_1 | 53 | 464
and3_1 | 9 | 56.3
nor2_1 | 74 | 278
xnor3_1 | 4 | 90.1
o21a_1 | 4 | 30.0
or4_4 | 3 | 33.8
a211oi_1 | 6 | 45.0
a221oi_1 | 3 | 26.3
a31oi_1 | 6 | 37.5
clkbuf_1 | 20 | 75.1
or2_2 | 6 | 37.5
o21ai_0 | 24 | 120
nand3b_1 | 3 | 22.5
nor3_1 | 19 | 95.1
o21ai_1 | 5 | 25.0
inv_1 | 40 | 150
nand2b_1 | 11 | 68.8
and2_1 | 4 | 25.0
a21o_1 | 15 | 113
fa_1 | 7 | 140
a21oi_1 | 51 | 255
nand4_1 | 5 | 31.3
-- layout make-up --
class                           instances  area [µm²]  area share [%]
Timing Repair Buffer                   38         365            6.54
Inverter                               47         176            3.16
Tap cell                              133         166            2.98
Multi-Input combinational cell        628        4880            87.3
-- layer usage --
layer,wire length (µm),up-vias,share of wire (%)
met5,0,-,0
met4,207,0,1.4
met3,729,15,5.1
met2,6120,143,43
met1,7330,2410,51
li1,-,2612,-
-- critical path: cells and delay by family --
family	cells	cell delay, ns
AOI/OAI and AO/OA	13	2.96
xor gates and xnor gates	5	1.10
buffers and inverters	8	1.89
and+or+nand+nor	16	3.91
adders and majority gates	8	2.85
-- power breakdown --
part | leakage (nW) | switching [W] | internal, W
Combinational | 2.33 | 0.000301 | 0.000316
Clock | 0 | 0 | 0
Sequential | 0 | 0 | 0
Total | 2.33 | 0.000301 | 0.000316
-- path summary, 6_finish.rpt --
| kind | end | depth (start not counted) |
|---|---|---|
| worst max-delay path | product[14] | 50 |
| worst min-delay path | product[9] | 5 |
-- kinds of logic after synthesis --
kind of cell             count (synthesis)  synth area share [%]
buffers and inverters                   75                  5.98
AND/OR/NAND/NOR                        248                  25.9
XOR/XNOR                                98                  18.2
multiplexers                            38                  8.01
AND-OR/OR-AND                          184                  26.5
adder cells (fa/ha/maj)                 60                  15.5
Power is estimated from default activity; no workload was simulated.
