### config.mk
export PLATFORM = sky130hd
export DESIGN_NAME = synchronous_updown_counter
export DESIGN_NICKNAME = synchronous_updown_counter
export VERILOG_FILES = /design/flow/design.v
export SDC_FILE = /design/flow/constraint.sdc
export NUM_CORES = 4
export LEC_CHECK = 1
export CORE_AREA = 10 10 70 70
export DIE_AREA = 0 0 80 80
### design.v
module synchronous_updown_counter(input up,clk,reset,output reg [3:0] count);
  always@(posedge clk )
    begin
      if(reset)
        count<=4'b0000;
      else if(up)
        count<=count+1;
      else
        count<=count-1;
    end
endmodule
### constraint.sdc
current_design synchronous_updown_counter

set clk_period 1.7
set clk_io_pct 0.2

create_clock -name clk0 -period $clk_period [get_ports {clk}]

set non_clock_inputs [all_inputs -no_clocks]
set_input_delay [expr $clk_period * $clk_io_pct] -clock clk0 $non_clock_inputs
set_output_delay [expr $clk_period * $clk_io_pct] -clock clk0 [all_outputs]
### run.sh
#!/bin/bash
# OpenROAD 26Q1-2900-gdf79404cd8, Yosys 0.63+post, stock flow scripts
make -C /OpenROAD-flow-scripts/flow DESIGN_CONFIG=/design/flow/config.mk WORK_HOME=/design/flow/orfs finish
==> notes.md <==
Latest figures from synthesis and place and route.

Max-slew check failures listed in the final report amount to 0. Setup repair after global routing left no endpoint under its margin. The largest driver fanout on the critical path is 3. The number of CTS-inserted buffers is 3. The count of state elements after synthesis is 4. Per the layout area report, the register area comes to between 80 and 90 um2. The relative slew slack is a little under nine tenths.

The startpoint of the worst hold path is count[0]. The post-layout total power is around 0.00036 W. The count of standard-cell rows is 21. Per the repair_timing log after CTS, setup buffers inserted total 0. count holds more flip-flops than any other register. The endpoint identified for the worst register-to-register timing path is count[3]. The synthesis-to-finish area growth is 77.1%. The capture endpoint of the worst hold path is count[0]. The routability congestion estimate is about 0.65. Fill cells in the final layout number just under 400.

The number of routed nets with antenna violations is 0. The global-route wire length before repair is about 770 um. The per-cell routed wire length is roughly 6.6 um.

The post-route clock period utilization is about nine tenths. Buffers inserted to repair hold after CTS numbered 0. The via count normalized by instance count is approximately 2.1. In the final layout, the registers with the most flip-flops are count: 4 flops. Timing would allow up to approximately 650 MHz.

The filler-free cell count of the finished design is 74. The worst-path cell with the longest stage delay is sky130_fd_sc_hd__clkdlybuf4s50_1. The post-synthesis cell area is between 150 and 200 um2. The classification of the worst setup path is primary input to register. In the layout the commonest cells are 6 x sky130_fd_sc_hd__clkdlybuf4s50_1, 4 x sky130_fd_sc_hd__dfxtp_1, 3 x sky130_fd_sc_hd__clkbuf_4.

The die outline height is around 80 um. Synthesis instantiated 11 different standard cells from the library. Per STA, the highest per-stage delay on the worst path measures 0.50 ns.

Across the run, the number of max-cap violations was 0. The global router's overall resource usage is under 10%. The worst setup path is launched from a primary input. The timing report gives the clock slew at the launch and capture registers of the worst setup and hold paths as approximately 0.040 ns.

The combined buffer and inverter count along the critical path is 2. Per the GRT congestion report, total overflow comes to 0. The most instantiated logic cell after routing is sky130_fd_sc_hd__clkdlybuf4s50_1. The synthesized instance count is 18. The chip area is around 0.0064 mm2. 0 antenna diodes ended up in the layout.

The initial core utilization is approximately 5.6%. The number of buffers between clock root and the deepest sink is 2. The yosys synthesis warning count is 1. The number of detailed-route iterations in the first pass is 3. Counting every sink on the clock net gives 4. The flow ran to the end, and the final reports show no timing, DRC or antenna violations.

The pin closest to its max-slew limit shows a slew of roughly 0.21 ns. The number of port buffers is 6. The initial antenna violation count is 0. The root buffer cell chosen for the clock tree is sky130_fd_sc_hd__clkbuf_4. The maximum VDD drop is 0.284 mV. The setup slack after layout is 0.167 ns. The area of the multi-input gates is approximately 110 um2. Entering global routing, the biggest net connects 5 pins. The final timing report lists a hold violation count of 0. Walking the worst path, the cells encountered are clkdlybuf4s50_1, inv_1, ha_1, a21oi_1, a21o_1, a21oi_2. The worst register-to-register path begins at count[2]. In this run the horizontal extent of the chip is 80 um. The register with the most flip-flops in the layout has 4 of them.

The fraction of layout cells with a size suffix above 1 is around 18%. The number of cells traversed by the worst hold path is 1. The count of tool warnings is 25. In the routed design, unresolved DRC markers number 0. The cell class contributing the biggest share of worst-path delay is buffers and inverters.

The leakage power is 0.124 nW. The worst reg-to-reg path cell count is 4. The setup skew after layout is approximately 0.0054 ns. Summed over all layers, the routed wires come to between 400 and 500 um. For this run, the chip area from Yosys synthesis comes to about 190 um2. The setup violation total in the final timing report is 0. The worst path required time is 1.82 ns.

Counting buffers and inverters, the worst setup path is 6 cells deep. According to the hold report, the worst path is of the register to register type. Yosys stat counts 18 cells in the synthesized netlist.

TritonCTS built the clock tree. Per the log, the first TritonRoute iteration ended with a DRC count of 1. The boundary pin count is 7. The number of global-route vias before repair is 168. The pre-CTS setup check shows a worst slack of -0.0790 ns. The post-cts resize count is 0. The total area inside the core boundary comes to between 0.003 and 0.004 mm2.

Dividing the synthesized area by the synthesized cell count gives 10.6 um2. The shortest period the worst path allows is ~1.5 ns. The total vias in the final route is between 150 and 200. The post-placement cell count is 71. Looking at the clock tree report, the H-tree level count equals 1. The timing report gives the worst reg2reg path a setup slack of about 0.59 ns. The register area share after synthesis is a little over two fifths.

The critical path arrival is about 1.7 ns. The type of element capturing the critical path is a register. The power density normalized to cell area is about 1100 mW/mm2. Clock latency on the worst-skew pair, taken at its later pin, is 0.24 ns.
-- synthesized netlist by cell type (all sizes together) --
cell / number / area share [%]
xnor2: 2 / 9.2
nor2: 2 / 3.9
fa: 1 / 10
nor2b: 1 / 3.3
ha: 2 / 13
inv: 1 / 2.0
nand3: 2 / 5.2
a21oi: 2 / 7.2
a21o: 1 / 3.9
dfxtp: 4 / 42
-- metrics by stage --
step           utilization, %  hold slack, ns  TNS [ns]  area, um2
6_report                 9.93           0.489         0        339
5_1_grt                  9.93           0.521         0        339
4_1_cts                  9.93           0.498         0        339
3_5_place_dp             9.27           0.476    -0.100        317
3_3_place_gp             9.27           0.467    -0.103        317
2_1_floorplan               -           0.402         0        191
-- routing by layer --
layer  part of all wire (%)  vias up  global-route usage [%]  wire length, um
met4                      0        0                   0.352                0
li1                       -       81                       -                -
met5                      0        -                       0                0
met1                     44       71                    1.99              217
met2                     39        7                    1.77              191
met3                     17        0                    1.82               83
-- layout make-up --
cell class	instances	share of cell area, %
Timing Repair Buffer	7	19.9
Tap cell	46	17.0
Inverter	1	1.11
Multi-Input combinational cell	13	31.7
Clock buffer	3	6.64
Sequential cell	4	23.6
-- report_power, final --
part           switching (W)  internal (W)  total (W)
Sequential         0.0000133      0.000112   0.000126
Clock              0.0000387     0.0000789   0.000118
Combinational      0.0000405     0.0000744   0.000115
-- kinds of logic after synthesis --
logic type	synth area share (%)
simple gates	12.4
xor+xnor	9.15
compound gates	11.1
flops	41.8
buf+inv	1.96
fa+ha+maj	23.5
-- how the worst max path moves through the flow --
| stage | from | endpoint | slack (ns) |
|---|---|---|---|
| after CTS | up | count[3] | 0.16 |
| final | up | count[3] | 0.17 |
| after global routing | up | count[3] | 0.06 |
Power and IR drop assume default switching activity.
